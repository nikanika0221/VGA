`design/flow/constraint.sdc`:
```
current_design VGA_module

set clk_period 1.3
set clk_io_pct 0.2

create_clock -name clk0 -period $clk_period [get_ports {clk}]

set non_clock_inputs [all_inputs -no_clocks]
set_input_delay [expr $clk_period * $clk_io_pct] -clock clk0 $non_clock_inputs
set_output_delay [expr $clk_period * $clk_io_pct] -clock clk0 [all_outputs]
```
`design/flow/config.mk`:
```
export PLATFORM = sky130hd
export DESIGN_NAME = VGA_module
export DESIGN_NICKNAME = VGA_module
export VERILOG_FILES = /design/flow/design.v
export SDC_FILE = /design/flow/constraint.sdc
export NUM_CORES = 4
export LEC_CHECK = 1
export CORE_UTILIZATION = 40
```
`design/flow/run.sh`:
```
#!/bin/bash
# OpenROAD 26Q1-2900-gdf79404cd8, Yosys 0.63+post, stock flow scripts
make -C /OpenROAD-flow-scripts/flow DESIGN_CONFIG=/design/flow/config.mk WORK_HOME=/design/flow/orfs finish
```
`design/flow/design.v`:
```
`timescale 1ns / 1ps
module Hor_Counter(
 input clk,
 output reg enablev=0,
 output reg [15:0] hcount=0,
  output wire clk_slow
);
clock_divider clock (
		.clk_slow(clk_slow),
		.clk(clk)
	);
always@(posedge clk_slow) 
begin
 if (hcount <1155 )
  begin 
  hcount<=hcount+1; 
  enablev<=0;
    end 
    else begin 
     hcount <=0;
     enablev<=1;
end 
end 
endmodule
`timescale 1ns / 1ps
module VGA_module(
 input clk,
 input sw,
 output reg Horizonatalsync = 0, 
 output reg Verticalsync = 0,
 output reg [3:0] red ,
 output reg[3:0] green ,
 output reg[3:0] blue,
output reg LED
 );
 wire enablev;
 wire[15:0] hcount; 
 wire[15:0] vcount; 
 Hor_Counter horis (
     .clk_slow(clk_slow),
     .enablev(enablev),
     .hcount(hcount),
	  .clk(clk)
 );
 Vertical_Counter vertic (
     .clk_slow(clk_slow),
     .enablev(enablev),
     .vcount(vcount),
	  .clk(clk)
 );
	always @(posedge clk_slow) begin 
        if(sw)begin
        LED = 0;
                Horizonatalsync= ( hcount <128) ? 1'b1:1'b0;
                Verticalsync= ( vcount <4) ? 1'b1:1'b0;
                red = ( hcount <1140 && hcount >180&& vcount <665 && vcount>30) ? 15:6;
                blue =( hcount <1140 && hcount >180 && vcount <665 && vcount>30) ? 15:6;
                green =( hcount <1140  && hcount >180 && vcount <665 && vcount>30) ? 15:6;
                end
		else begin 
		LED = 1;
                  Horizonatalsync= ( hcount <128) ? 1'b1:1'b0;
                  Verticalsync= ( vcount <4) ? 1'b1:1'b0;
			red= ( hcount <1040 && hcount >180&& vcount <665 && vcount>30) ? 15:0;
			blue=( hcount <1040 && hcount >180 && vcount <665 && vcount>30) ? 1:0;
			green=( hcount <1040  && hcount >180 && vcount <665 && vcount>30) ? 1:0;
			end
	end
endmodule
`timescale 1ns / 1ps
module Vertical_Counter(
    input clk,
	input enablev,
	output reg [15:0] vcount=0,
	 output wire clk_slow
    );
	clock_divider clock1 (
		.clk_slow(clk_slow),
		.clk(clk)
	);
  always@(posedge clk_slow) 
	begin
     if (enablev== 1) begin
	  if (vcount < 625)
	  vcount<=vcount+1; 
	 else  
		vcount <=0;
end
end 
endmodule
`timescale 1ns / 1ps
module clock_divider(
    input clk,
    output clk_slow
    );
	reg clk_reg = 0;
	always @(posedge clk) begin
		clk_reg <= ~clk_reg;
	end
	assign clk_slow = clk_reg;
endmodule
```
==> results.toml <==
# implementation run metrics
[final_timing]
period_used_pct = 34.8
period_needed_ns = 0.453
setup_violations = 0
hold_violations = 0
worst_slew_pin_slew_ns = 0.771
untimed_endpoints = 60
slew_viol_final = 0
slew_headroom_pct = 48.3
fin_ws_ns = 0.847
holdWs_ns = 0.362
fmax_mhz = 2210
unclocked_regs = 40
rsz0062_at_grt = "no"
fin_skew_ns = 0
fin_tns_setup_ns = 0

[pwr]
p_leak_nw = 0.716
seqPwrFrac_pct = 72.3
switching_share_pct = 16.8
ir_drop_v = 0.000125
p_total_mw = 0.0500
pwr-share-clk_pct = 0
pwr_density_cell_mw_per_mm2 = 24.0
switchingPower_mw = 0.00840
pwr-share-comb_pct = 27.7
internal-power_mw = 0.0416

[setup_path]
path_class = "register to register"
critPathLaunch = "horis.clock.clk_reg"
r2r_cells = 1
crit_end = "horis.clock.clk_reg"
reg2reg_from = "horis.clock.clk_reg"
cp.depth = 1
critPathMaxFanout = 2
crit_family = "flip-flops"
cp_slowest_stage_delay_ns = 0.30
r2r_slack_ns = 0.85
arrival_ns = 0.34
crit_buf_inv = 1
cp_slowest_cell = "dfxtp_1"
crit_path_end_kind = "register"
reg2reg_to = "horis.clock.clk_reg"
crit_required_ns = 1.19
path_cells = "inv_1"
start_kind = "register"

[global_routing]
antenna_found_initial = 0
grt_pass1_wl_mm = 4.84
gr-total-overflow = 0
grt_pass1_vias = 1121
gr-usage-all-layers_pct = 12.0
grt_max_degree = 41

[cells_and_area]
top_regs = "horis.hcount x16, vertic.vcount x16"
regArea_um2 = 981
fill_cells = 382
syn2layout_area_growth_pct = 8.77
drive_gt1_share_pct = 12.1
fin_util_pct = 46.5
logic_area_um2 = 828
final_area_mm2 = 0.00208
fin_cells = 234

[synth]
ys_seq_elements = 41
area_leaders = "dfxtp_1, edfxtp_1, nor3_2, nor2_1, xnor2_1"
top_cells_by_count = "dfxtp_1, nor2_1, edfxtp_1"
synth-main-ff-cell = "dfxtp_1"
edf_count = 16
syn_area_mm2 = 0.00191
ys.warnings.count = 6
ys_area_mm2 = 0.00191
synth_area_leader_cell = "dfxtp_1"
synthArstFlopShare_pct = 0
synth_cells = 170
synth.most_common_cell = "dfxtp_1"
yosys.area.top_type_share_pct = 26.2
ys_cells = 170
ys_seq_share_pct = 51.3
avgSynthCellArea_um2 = 11.2
synth_cell_types = 45

[job]
drv_cap = 0
tool_warnings = 30

[hold_path]
min_path_type = "register to register"

[floorplan]
dieWidth_um = 71.1
dieArea_mm2 = 0.00506
boundaryPins = 17
die_height_um = 71.1
initCoreUtil_pct = 42.7
core-area_mm2 = 0.00447
rows = 24

[route]
first_iter_violations = 71
drt_pass1_iterations = 28
wirelength_mm = 2.71
via_per_inst = 5.08
num_antenna_cells = 0
wire_per_inst_um = 11.6
route.detailed.drc = 0
vias = 1189
ant_nets = 0

[placed_design]
post-place-cells = 234
placed_area_mm2 = 0.00208
place_ws_ns = 0.844
gp_congestion = 0.895
io_buffers = 16
dp_hpwl_mm = 2.13

[clock_tree]
clkLatencyLatePin_ns = 0
cts_hold_buf = 0
clk_pin_slew_ns = 0
post-cts-setup-buffers = 0
cts_resized = 0

[run_status]
status = "completed"
-- power groups by stage --
| stage | combinational (mW) | clock [mW] | sequential, mW |
|---|---|---|---|
| final | 0.0138 | 0 | 0.0362 |
| after global routing | 0.0178 | 0 | 0.0362 |
| after CTS | 0.0141 | 0 | 0.0362 |
-- worst min-delay path by stage --
stage / start / to / slack (ns) / depth (start not counted)
CTS: horis.clock.clk_reg / horis.clock.clk_reg / 0.37 / 1
global route: horis.clock.clk_reg / horis.clock.clk_reg / 0.38 / 1
finish: horis.clock.clk_reg / horis.clock.clk_reg / 0.36 / 1
-- layout make-up --
type | instances | share of cell area, %
timing repair buffer | 17 | 8.06
tap | 52 | 3.13
inverter | 10 | 1.81
multi-input combinational | 114 | 39.8
sequential | 41 | 47.2
-- layout by cell type (no fill, tap or decap), types with 3 or more instances in the layout --
| cell type | n |
|---|---|
| xnor2_1 | 8 |
| dfxtp_1 | 25 |
| nor2_1 | 19 |
| nand3_1 | 5 |
| conb_1 | 11 |
| xor2_1 | 7 |
| edfxtp_1 | 16 |
| nor4_1 | 3 |
| nand2_1 | 8 |
| nor3_1 | 6 |
| ha_1 | 4 |
| inv_1 | 10 |
| nor3_2 | 10 |
| clkdlybuf4s50_1 | 16 |
-- cell families after synthesis --
kind of cell               share of synthesized area (%)
adders and majority gates                           2.62
xor gates and xnor gates                            6.87
DFF                                                 51.3
and+or+nand+nor                                     22.5
buffers and inverters                               7.33
other                                              0.196
AOI/OAI and AO/OA                                   9.16
-- routing by layer --
metal  up-vias  GRT usage [%]  routed length (µm)  part of all wire (%)
met1       562           18.9                1360                    50
met4         0          0.667                   0                     0
met5         -              0                   0                     0
met3         0          0.867                  86                   3.2
met2        25           20.3                1260                    46
li1        602              -                   -                     -
Power and IR drop assume default switching activity.
